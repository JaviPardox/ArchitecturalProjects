==> flow/design.v <==
`timescale 1ns / 1ps
module TwoBitBP(
    input clk,
    input [2:0] branchID,
    input outcome,
    input reset,
    output reg miss
    );
    integer i;
    reg [1:0] BHT [7:0];
    reg result;
    initial
    begin
    for(i=0;i<8;i=i+1)
    BHT[i] = 2'b00;
    end 
    always @ (posedge clk)
    begin
    if(reset == 1)
    begin
        for(i=0;i<8;i=i+1)             
        BHT[i] <= 2'b00;
    end
    if(BHT[branchID][1] == outcome)
    begin
        if(outcome == 1 && BHT[branchID] == 2'b10)            
        BHT[branchID] <= 2'b11;
        else if(outcome == 0 && BHT[branchID] == 2'b01)       
        BHT[branchID] <= 2'b00;
        miss <= 0;
    end
    if(BHT[branchID][1] != outcome)
    begin
        if(outcome == 1)                                     
        BHT[branchID] <= BHT[branchID] + 2'b01;
        else if(outcome == 0)                                
        BHT[branchID] <= BHT[branchID] - 2'b01;
        miss <= 1;
    end
    end
endmodule
==> flow/run.sh <==
#!/bin/bash
# OpenROAD 26Q1-2900-gdf79404cd8, Yosys 0.63+post, stock flow scripts
make -C /OpenROAD-flow-scripts/flow DESIGN_CONFIG=/design/flow/config.mk WORK_HOME=/design/flow/orfs finish
==> flow/config.mk <==
export PLATFORM = sky130hd
export DESIGN_NAME = TwoBitBP
export DESIGN_NICKNAME = TwoBitBP
export VERILOG_FILES = /design/flow/design.v
export SDC_FILE = /design/flow/constraint.sdc
export NUM_CORES = 4
export LEC_CHECK = 1
export CORE_AREA = 10 10 105 105
export DIE_AREA = 0 0 115 115
==> flow/constraint.sdc <==
current_design TwoBitBP

set clk_period 3.3
set clk_io_pct 0.2

create_clock -name clk0 -period $clk_period [get_ports {clk}]

set non_clock_inputs [all_inputs -no_clocks]
set_input_delay [expr $clk_period * $clk_io_pct] -clock clk0 $non_clock_inputs
set_output_delay [expr $clk_period * $clk_io_pct] -clock clk0 [all_outputs]
==> flow_metrics.py <==
# Physical implementation metrics
metrics = {
    "cts": {
        "cts_setup_buffers": 0,
        "cts_num_sinks": 17,
        "clk_path_buf_depth": 2,
        "cts_root_buf": "clkbuf_8",
        "ctsHoldBuffers": 0,
        "cts_tree": "built",
        "cts_max_level": 1,
        "clk_pin_slew_ns": 0.08,
        "cts-resized-gates": 0,
        "cts_made_buffers": 3,
        "clock_latency_ns": 0.25,
    },
    "die": {
        "dieWidth_um": 115,
        "pin_count": 7,
        "fp.dieH_um": 115,
        "row_count": 34,
        "fp_util_pct": 13.6,
        "die_area_mm2": 0.0132,
        "core_mm2": 0.00876,
    },
    "synth": {
        "top_cells_by_count": "16 x edfxtp_1, 13 x nor2_1, 10 x nand2_1, 10 x nand3_1, 10 x nor3_1",
        "yosys_area_mm2": 0.00119,
        "synth_async_sr_flop_share_pct": 0,
        "topCellsByArea": "edfxtp_1 40%, a311oi_1 5.9%, o221ai_1 5.9%, mux4_1 4.4%, nand3_1 4.2%",
        "synth.most_common_cell": "edfxtp_1",
        "syn_inst": 120,
        "yosysUniqueCellTypes": 35,
        "top_area_cell": "edfxtp_1",
        "numSynthFlops": 17,
        "ff_type": "edfxtp_1",
        "syn-cell-area_mm2": 0.00119,
        "ys_warn_count": 1,
        "ys_cells": 120,
        "syn_area_per_cell_um2": 9.94,
        "ys_seq_share_pct": 42.0,
        "synth-edff-count": 16,
        "top_area_share_pct": 40.3,
    },
    "layout": {
        "area_growth_pct": 23.9,
        "layout-drive-gt1-share_pct": 17.0,
        "finalNonFillerCells": 243,
    },
    "grt": {
        "met3_usage_pct": 1.64,
        "grt.busiest_layer": "met2",
        "antenna_found_initial": 1,
        "grt_pass1_wl_mm": 4.71,
        "met2_usage_pct": 6.46,
        "gr-total-overflow": 0,
        "grt_pass1_vias": 972,
        "grt_max_degree": 13,
        "grtUsageTotal_pct": 4.41,
        "use_met1_pct": 6.30,
    },
    "setup_path": {
        "crit_type": "in -> reg",
        "arrival_ns": 3.08,
        "crit_path_start_kind": "input port",
        "r2r_cells": 7,
        "crit_fanout": 8,
        "setup.worst_path.end_class": "flop",
        "worstPathRequired_ns": 3.26,
    },
    "final_timing": {
        "maxSlewHeadroom_pct": 58.7,
        "hold_slack_ns": 1.05,
        "timing.fmax_ghz": 0.321,
        "tightest_slew_ns": 0.619,
        "drv_slew": 0,
        "finalCritPeriodShare_pct": 94.3,
        "rsz0062_at_grt": "false",
        "final-hold-violation-count": 0,
        "fin_skew_ns": 0.0117,
        "fin_crit_ns": 3.11,
        "setup_viol": 0,
    },
    "detailed_routing": {
        "drc": 0,
        "wl_per_cell_um": 11.9,
        "num_antenna_cells": 0,
        "drt_wl_total_mm": 2.89,
        "drt_iter0_drc": 58,
        "via_count": 1009,
        "dr.pass1.iters": 4,
        "route.antenna.remaining_nets": 0,
        "avgViaCountPerCell": 4.15,
    },
    "pwr": {
        "power.leakage_nw": 0.536,
        "power_density_mw_per_mm2": 406,
        "vdd_drop_max_mv": 0.0870,
        "power_mw": 0.599,
    },
    "placement": {
        "placedCellCount": 239,
        "routabilityCongestion": 0.863,
        "post-dp-hpwl_mm": 2.21,
        "port_buffers": 6,
    },
    "run_status": {
        "outcome": "finished clean",
    },
    "hold_path": {
        "min_path_cells": 6,
        "min_path_type": "reg -> reg",
    },
    "job": {
        "drv_cap": 0,
        "warning_count": 26,
    },
}
layout make-up:
type / instances / area (um^2)
Clock buffer: 4 / 45.0
Fill cell: 966 / 7290
Inverter: 10 / 37.5
Multi-Input combinational cell: 83 / 587
Sequential cell: 17 / 500
Tap cell: 108 / 135
Timing Repair Buffer: 21 / 173
flip-flops by register name (all words and copies together) (netlist names):
name	cells
BHT	16
miss	1
cell families after synthesis:
family	Yosys count	share of synthesized area (%)
simple gates	53	21.5
mux	6	9.97
compound gates	21	14.6
fa+ha+maj	3	3.15
flops	17	42.0
buf+inv	20	8.81
metrics by stage:
step                      TNS, ns  instance area (um^2)  utilization, %  setup slack, ns
after global placement    -0.0340                  1430            16.3          -0.0160
after global routing            0                  1480            16.9           0.0281
final                           0                  1480            16.9            0.188
after detailed placement   -0.336                  1430            16.3          -0.0613
after floorplan                 0                  1190               -            0.213
after CTS                       0                  1480            16.9            0.193
layer usage:
metal	part of all wire (%)	routed length (um)	vias to the layer above
met3	8.3	239	2
met5	0	0	-
met1	48	1390	484
met2	43	1240	35
li1	-	-	488
met4	0.48	14	0
worst paths after layout:
| path | from | end | slack [ns] |
|---|---|---|---|
| max | branchID[2] | BHT[3][1] | 0.19 |
| min | BHT[2][1] | miss | 1.05 |
| max reg2reg | BHT[1][1] | BHT[3][1] | 0.82 |
| min reg2reg | BHT[2][1] | miss | 1.05 |
layout by cell type, fill, tap and decap left out, drive strengths merged, types with 2 or more instances in the layout:
cell type      count
a311oi             8
buf               15
clkbuf             4
clkdlybuf4s50      6
edfxtp            16
ha                 3
inv                9
mux2i              2
mux4               3
nand2             10
nand3             10
nor2              14
nor2b              2
nor3              10
nor3b              2
o221ai             8
worst max-delay path, stage by stage:
cell             delay (ns)
clkdlybuf4s50_1        0.54
mux4_1                 0.61
mux2i_4                0.20
inv_2                  0.06
ha_1                   0.31
nand3_1                0.08
a22oi_1                0.49
a311oi_1               0.11
report_power, final:
part / internal (mW) / switching (mW) / total, mW
combinational: 0.0727 / 0.0985 / 0.171
clock: 0.0856 / 0.0732 / 0.159
sequential: 0.264 / 0.00539 / 0.269
Power figures rest on the tool's default switching activity, not on a simulated workload.
