## flow/run.sh

```bash
#!/bin/bash
# OpenROAD 26Q1-2900-gdf79404cd8, Yosys 0.63+post, stock flow scripts
make -C /OpenROAD-flow-scripts/flow DESIGN_CONFIG=/design/flow/config.mk WORK_HOME=/design/flow/orfs finish
```

## flow/design.v

```verilog
`timescale 1ns / 1ps
module ALU(
   input signed [31:0] a, b,
   input [3:0] f,
   output signed [31:0] y,
   output [3:0] zero
   );
   reg signed [31:0] result;
   always @ (*)
   case (f)
   0: result = a & b;
   1: result = a | b;
   2: result = a + b;
   3: result = a ^ b;
   4: result = a & ~b;
   5: result = a | ~b;
   6: result = a + ~b + 1;
   7: result = (a < b) ? 1 : 0;
   default: result = 0;
   endcase
   assign zero = (y == 0) ? 1 : 0;
   assign y = result;
endmodule
```

## flow/constraint.sdc

```tcl
current_design ALU

set clk_period 15.5
set clk_io_pct 0.2

create_clock -name clk0 -period $clk_period

set non_clock_inputs [all_inputs -no_clocks]
set_input_delay [expr $clk_period * $clk_io_pct] -clock clk0 $non_clock_inputs
set_output_delay [expr $clk_period * $clk_io_pct] -clock clk0 [all_outputs]
```

## flow/config.mk

```make
export PLATFORM = sky130hd
export DESIGN_NAME = ALU
export DESIGN_NICKNAME = ALU
export VERILOG_FILES = /design/flow/design.v
export SDC_FILE = /design/flow/constraint.sdc
export NUM_CORES = 4
export LEC_CHECK = 1
export CORE_UTILIZATION = 40
```

==> out/metrics.cfg <==
[sta]
hold_violations = 0
setup_tns_ns = 0
setup_violations = 0
rsz0062_at_grt = no
min_period_ns = 11.14
final-max-slew-violation-count = 0
fin_crit_sh_pct = 71.88
timing.hold.ws_ns = 7.274
worst-slew-pin-transition_ns = 0.8549
worst_slack_ns = 4.358
max_clock_freq_mhz = 89.75
relSlewSlack_pct = 43.00

[routing]
via_per_inst = 6.398
ant_nets = 0
drc = 0
drt_iter0_drc = 730
routed_wl_mm = 24.71
insertedDiodeCount = 0
via_count = 7172
routedWlPerCell_um = 22.04
first_pass_iters = 5

[floorplanning]
die_y_um = 122.0
ios = 104
core_area_sq_um = 13990
fp_util_pct = 41.18
die_w_um = 122.0
rows = 43
die_area_sq_um = 14890

[hold_path]
min_path_type = input pin to output pin
worstHoldPathCells = 4

[grt]
grt.overflow.total = 0
grt_pass1_vias = 6539
grt.total_usage_pct = 33.88
grt_max_degree = 33
grt_pass1_wl_mm = 37.78
antenna_found_initial = 0

[yosys]
synth_area_per_cell_sq_um = 6.516
ys_warn_count = 1
yosys_area_sq_um = 5761
ys_cells = 884
ys_seq_share_pct = 0
syn_inst = 884
syn-cell-area_sq_um = 5761
synth.distinct_cells = 86

[cells_and_area]
clkbuf_count = 0
lay_top_cells = clkdlybuf4s50_1 (99), a21oi_1 (92), nand2_1 (78), nor2_1 (65), ha_1 (63)
drive_gt1_share_pct = 5.313
syn_to_final_growth_pct = 18.29
lay_top_count = clkdlybuf4s50_1
seq_area_sq_um = 0
flops = 0
comb_area_sq_um = 5288
fill_cells = 1461

[placed_design]
io_buffers = 101
gp_congestion = 1.019
pre_cts_slack_ns = 4.637
dp_hpwl_mm = 19.30

[setup_path]
arrival_ns = 8.04
cpMostUsedCell = clkdlybuf4s50_1
critPathLaunchType = input pin
slowest_stage = nor4_1
end_kind = output pin
path_class = input pin to output pin
cp_max_fo = 6
crit_required_ns = 12.40
crit_chain = clkdlybuf4s50_1 -> ha_1 -> inv_1 -> fa_1 -> o21ba_1 -> nor4_2 -> o32ai_1 -> a31o_2 -> a32o_1 -> a21oi_1 -> o2111ai_1 -> nor4_1 -> nand4b_1 -> and4b_1 -> clkdlybuf4s50_1
critPathMaxStageDelay_ns = 0.64

[clocking]
holdBufCountCts = 0
post_cts_buffers = 0
cts_resized = 0

[pwr]
cellPowerDensity_nw_per_um2 = 39.59
total_power_uw = 269.7
leakage_uw = 0.002683
ir_drop_mv = 0.01596

[job]
maxCapViolCount = 0
warning_count = 63

[outcome]
status = finished clean

[cell type report]
| type | instances | share of cell area (%) |
|---|---|---|
| repair buffers | 110 | 15.68 |
| multi-input cells | 769 | 77.60 |
| well taps | 180 | 3.305 |
| inverters | 62 | 3.415 |
[metal layers]
metal | routed length, um | up-vias | GRT usage, %
met5 | 0 | - | 0
met4 | 943 | 0 | 11.81
met3 | 2362 | 54 | 4.819
met2 | 10320 | 389 | 50.14
met1 | 11090 | 3293 | 49.72
li1 | - | 3436 | -
[synthesized netlist by cell type (all sizes together), types with 17 or more instances]
cell    count  area (sq um)
nor2       67         259.0
nand2      80         305.3
clkbuf     25         93.84
maj3       27         270.3
xor2       30         262.8
a211oi     18         150.2
nor3       25         125.1
a21oi      92         460.4
buf        30         161.4
nand3      24         120.1
a31oi      17         106.4
inv        61         229.0
ha         63         788.3
o211ai     21         157.7
o21ai      51         255.3
[kinds of logic after synthesis]
kind of cell    after synthesis  synth area share, %
compound gates              334                39.71
simple gates                299                26.35
buf+inv                     117                8.471
fa+ha+maj                    92                19.07
xor+xnor                     37                5.626
mux                           4               0.7168
other cells                   1              0.06510
[worst paths after layout]
check / to / startpoint / slack [ns]
worst max-delay path: zero[0] / b[0] / 4.36
worst min-delay path: y[9] / f[2] / 7.27
[power by group]
| part | internal, uW | total (uW) | switching [uW] |
|---|---|---|---|
| sequential | 0 | 0 | 0 |
| clock | 0 | 0 | 0 |
| combinational | 111 | 270 | 159 |
| total | 111 | 270 | 159 |
[critical path, delay by kind of cell]
| family | cells | cell delay (ns) |
|---|---|---|
| and+or+nand+nor | 4 | 1.60 |
| adders and majority gates | 2 | 0.59 |
| buffers and inverters | 3 | 1.04 |
| AOI/OAI and AO/OA | 6 | 1.70 |
[through the flow]
step	util (%)	instance area, sq um	std cells
floorplan	-	5768	886
detailed placement	48.71	6814	1121
global route	48.71	6814	1121
finish	48.71	6814	1121
global placement	48.71	6814	1121
CTS	48.71	6814	1121
