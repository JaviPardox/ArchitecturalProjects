### design.v
`timescale 1ns / 1ps
module FourBitBP(
    input clk,
    input [2:0] branchID,
    input outcome,
    input reset,
    output reg miss
    );
    integer i;
    reg [3:0] BHT [7:0];        
    reg [1:0] Counters [127:0];             
    initial
    begin
    for(i=0;i<128;i=i+1)                    
    begin
        if(i < 8)
            BHT[i] = 4'b0000;
        Counters[i] = 2'b00;
    end
    end
    always @ (posedge clk)
    begin
    if(Counters[{branchID,BHT[branchID]}] == outcome)                
    begin
        miss <= 0;
        if(outcome == 0 && Counters[{branchID,BHT[branchID]}] == 2'b01)
            Counters[{branchID,BHT[branchID]}] <= 2'b00;
        if(outcome == 1 && Counters[{branchID,BHT[branchID]}] == 2'b10)
            Counters[{branchID,BHT[branchID]}] <= 2'b11;
        BHT[branchID] <= {BHT[branchID][2], BHT[branchID][1], BHT[branchID][0], outcome};    
    end
    if(Counters[{branchID,BHT[branchID]}] != outcome)                
    begin
        miss <= 1;
        if(outcome == 0)                                                
            Counters[{branchID,BHT[branchID]}] <= Counters[{branchID,BHT[branchID]}] - 2'b01;    
        if(outcome == 1)
            Counters[{branchID,BHT[branchID]}] <= Counters[{branchID,BHT[branchID]}] + 2'b01;
        BHT[branchID] <= {BHT[branchID][2], BHT[branchID][1], BHT[branchID][0], outcome};
    end        
  end
endmodule
### run.sh
#!/bin/bash
# OpenROAD 26Q1-2900-gdf79404cd8, Yosys 0.63+post, stock flow scripts
make -C /OpenROAD-flow-scripts/flow DESIGN_CONFIG=/design/flow/config.mk WORK_HOME=/design/flow/orfs finish
### config.mk
export PLATFORM = sky130hd
export DESIGN_NAME = FourBitBP
export DESIGN_NICKNAME = FourBitBP
export VERILOG_FILES = /design/flow/design.v
export SDC_FILE = /design/flow/constraint.sdc
export NUM_CORES = 4
export LEC_CHECK = 1
export CORE_UTILIZATION = 30
### constraint.sdc
current_design FourBitBP

set clk_period 11.9
set clk_io_pct 0.2

create_clock -name clk0 -period $clk_period [get_ports {clk}]

set non_clock_inputs [all_inputs -no_clocks]
set_input_delay [expr $clk_period * $clk_io_pct] -clock clk0 $non_clock_inputs
set_output_delay [expr $clk_period * $clk_io_pct] -clock clk0 [all_outputs]
==> flow_summary.toml <==
# implementation run metrics
[outcome]
status = "completed"

[floorplanning]
dieArea_mm2 = 0.0427
fp_util_pct = 30.6
rows = 74
io_pins = 7
die_width_um = 207
die_h_um = 207
core_area_mm2 = 0.0411

[logic_synthesis]
ys.warnings.count = 2
ys_cells = 925
flop_cell = "edfxtp_1"
top_area_share_pct = 67.8
mappedNetlistArea_mm2 = 0.0126
synth-edff-count = 284
ys_seq_share_pct = 68.6
synth_area_leader_cell = "edfxtp_1"
top_cells_by_area = "edfxtp_1 (68%), mux2i_1 (4.7%), nor3_1 (4.3%)"
ys_async_sr_fraction_pct = 0
netlist_instances = 925
yosysChipArea_mm2 = 0.0126
syn_avg_cell_area_um2 = 13.6
ys_ff = 289
post_synth_num_cell_types = 62

[critical_path]
critPathLaunchType = "input pin"
end_kind = "flop"
cp.required_ps = 12190
worstRegToRegCells = 17
r2r-end = "Counters[10][0]"
startpoint = "branchID[2]"
r2r_slack_ps = 5910
cp.arrival_ps = 8800
crit_type = "in -> reg"
path_max_fanout = 42

[timing]
slew_headroom_pct = 27.5
setup_ws_ps = 3390
finalClockPeriodUsage_pct = 71.5
final_max_slew_viol_count = 0
hold_ws_ps = 509
fin_worst_skew_ps = 14.0
totalNegativeSetupSlack_ps = 0
period_needed_ps = 8510
hold_viol = 0
rsz0062_at_grt = "false"
fmax_mhz = 118
finalSetupViolations = 0
tightest_slew_ps = 1060

[grt]
grt_max_degree = 81
grt_pass1_vias = 8357
grt_pass1_wl_mm = 48.6
grt_overflow = 0
antenna_found_initial = 0
grt_usage_pct = 16.2

[detailed_routing]
via_count = 8064
drc = 0
first_pass_iters = 5
antenna_cells = 0
finalWirelength_mm = 31.5
wl_per_cell_um = 21.3
vias_per_cell = 5.45
drtAntennaViolNets = 0
drtIter0Drc = 600

[hold_path]
hold-path-endpoint = "BHT[0][1]"
whs_path_depth = 1
min_from = "BHT[0][1]"
hp-class = "reg -> reg"

[run]
tool_warnings = 26
maxCapViolations = 0

[cts]
clockRootBuffer = "clkbuf_16"
cts_tree = "built"
clk_path_buf_depth = 3
insertion_delay_ps = 550
cts-htree-levels = 1
cts_setup_buffers = 0
hold_buffers = 0
clkSinkCount = 289
clk_pin_slew_ps = 60
cts_made_buffers = 30
cts_resized = 0

[placement]
io_buffers = 5
dp_cells = 1425
hpwl_mm = 19.0
placed_area_mm2 = 0.0133
pre_cts_slack_ps = 2900
place_congestion = 0.903

[cells_and_area]
final_cell_area_mm2 = 0.0142
final_layout_size_suffix_gt1_share_pct = 12.4
area.growth.synth_to_final_pct = 12.8
final_cells = 1479
fill_cells = 3970
fin_util_pct = 34.5

[power_and_ir_drop]
power_mw = 2.46
leakagePower_nw = 4.54
powerDensity_mw_per_mm2 = 174
peakVddDrop_uv = 127
[layout make-up]
type	count	area, um^2	area share, %
Timing Repair Buffer	38	310	2.19
Clock inverter	16	95.1	0.670
Tap cell	532	666	4.69
Clock buffer	38	802	5.66
Sequential cell	289	8630	60.8
Inverter	12	45.0	0.318
Multi-Input combinational cell	554	3640	25.6
[routing by layer]
layer | vias up | track usage [%] | wire [um]
li1 | 3602 | - | -
met1 | 3980 | 20.8 | 12100
met2 | 411 | 24.4 | 14600
met3 | 71 | 8.96 | 3920
met4 | 0 | 4.07 | 904
met5 | - | 0.115 | 0
[flip-flops by register name, summed over array words and instances (netlist names), named ones only]
register / flops
Counters: 256
BHT: 4
miss: 1
[cell usage after synthesis (all sizes together) (2+ instances only)]
master,number
edfxtp,284
nand2,133
nor3,122
mux2i,59
buf,37
a21oi,35
clkbuf,33
nor2,27
nor4,25
nand3,19
o22ai,19
mux4,14
inv,10
a32oi,9
a221oi,7
o21ai,7
mux2,6
nand2b,6
nand4,6
a31oi,5
dfxtp,5
a211o,4
a311oi,4
or3,4
a2111oi,3
a211oi,3
and2,3
a221o,2
a22o,2
a22oi,2
a32o,2
and3,2
clkinv,2
nor3b,2
o221a,2
o22a,2
o31ai,2
or2,2
[power breakdown]
part           total (mW)  switching [mW]  internal, mW  leakage, nW
logic               0.379           0.287        0.0922         1.48
clock network       0.858           0.366         0.492        0.436
registers            1.22         0.00659          1.22         2.62
total                2.46           0.659          1.80         4.54
[layout by cell type (no fill, tap or decap), drive strengths merged, types with 17 or more instances in the layout]
cell / synthesis / final
edfxtp: 284 / 284
nand2: 133 / 133
nor3: 122 / 122
mux2i: 59 / 59
clkbuf: 33 / 38
a21oi: 35 / 35
buf: 37 / 33
nor2: 27 / 27
nor4: 25 / 25
nand3: 19 / 19
o22ai: 19 / 19
clkinv: 2 / 17
[worst max-delay path, cell delays in order]
cell and delay (ps):
clkdlybuf4s50_1 400, buf_4 220, or3_1 690, o22ai_4 260, buf_4 530, inv_2 410
buf_4 400, nand2_1 150, buf_4 260, a221oi_1 90, a2111oi_0 920, o31ai_1 220
nand2_1 200, inv_1 60, ha_1 220, nand2b_1 200, o2bb2ai_4 440, buf_4 500
nor3_1 150
[logic make-up after synthesis]
family / synth area share [%]
AND/OR/NAND/NOR: 13.6
flip-flops: 68.6
AND-OR/OR-AND: 6.84
buffers and inverters: 3.11
multiplexers: 7.74
adder cells (fa/ha/maj): 0.0995
[how the worst max path moves through the flow]
| stage | end | slack (ps) | cells after the start |
|---|---|---|---|
| CTS | Counters[48][1] | 3430 | 19 |
| global route | Counters[7][1] | 3030 | 19 |
| finish | Counters[10][0] | 3390 | 19 |
Power figures rest on the tool's default switching activity, not on a simulated workload.
